File: flow/run.sh
#!/bin/bash
# OpenROAD 26Q1-2900-gdf79404cd8, Yosys 0.63+post, stock flow scripts
make -C /OpenROAD-flow-scripts/flow DESIGN_CONFIG=/design/flow/config.mk WORK_HOME=/design/flow/orfs finish
File: flow/config.mk
export PLATFORM = sky130hd
export DESIGN_NAME = cpu
export DESIGN_NICKNAME = cpu
export VERILOG_FILES = /design/flow/design.v
export SDC_FILE = /design/flow/constraint.sdc
export NUM_CORES = 4
export LEC_CHECK = 1
export CORE_UTILIZATION = 40
export SYNTH_HDL_FRONTEND = slang
File: flow/constraint.sdc
current_design cpu

set clk_period 7.7
set clk_io_pct 0.2

create_clock -name clk0 -period $clk_period [get_ports {clk}]

set non_clock_inputs [all_inputs -no_clocks]
set_input_delay [expr $clk_period * $clk_io_pct] -clock clk0 $non_clock_inputs
set_output_delay [expr $clk_period * $clk_io_pct] -clock clk0 [all_outputs]
File: flow/design.v
`timescale 1ns / 1ps
module cpu(
    input wire clk,               
    input wire reset,              
    input wire [7:0] data_in,       
    output wire [7:0] accumulator_out,  
    output wire [7:0] program_counter_out  
);
    reg [7:0] accumulator;        
    reg [7:0] program_counter;   
    reg [7:0] instruction_register;  
    reg [7:0] memory [0:255];    
    reg [2:0] current_state;  
    parameter ADD = 3'b000;
    parameter SUB = 3'b001;
    parameter LOAD = 3'b010;
    parameter STORE = 3'b011;
    reg [7:0] alu_result;
    always @(*) begin
        case(instruction_register[7:5])  
            ADD: alu_result = accumulator + memory[instruction_register[4:0]];
            SUB: alu_result = accumulator - memory[instruction_register[4:0]];
            default: alu_result = accumulator; 
        endcase
    end
    always @(posedge clk or posedge reset) begin
        if (reset) begin
            accumulator <= 8'b0;
            program_counter <= 8'b0;
            instruction_register <= 8'b0;
            current_state <= 3'b000;
        end else begin
            case(current_state)
                3'b000: begin  
                    instruction_register <= memory[program_counter];
                    program_counter <= program_counter + 1;
                    current_state <= 3'b001;
                end
                3'b001: begin  
                    case(instruction_register[7:5])
                        LOAD: begin
                            accumulator <= memory[instruction_register[4:0]];
                        end
                        STORE: begin
                            memory[instruction_register[4:0]] <= accumulator;
                        end
                        ADD: begin
                            accumulator <= alu_result;
                        end
                        SUB: begin
                            accumulator <= alu_result;
                        end
                    endcase
                    current_state <= 3'b000;  
                end
            endcase
        end
    end
    assign accumulator_out = accumulator;
    assign program_counter_out = program_counter;
endmodule
==> results.toml <==
# yosys + openroad results
[timing]
fin_skew_ns = 0.00826
tns_ns = 0
fmax_mhz = 203
final_hold_viol_count = 0
slew_headroom_pct = 32.9
setup_violations = 0
grt_setup_unrepaired = "false"
slew_violations = 0
period_minus_slack_ns = 4.93
whs_ns = 0.386
max_slew.worst_pin.slew_ns = 0.997
fin_crit_sh_pct = 64.0

[yosys]
ys_cells = 756
yosys_warnings = 0
yosys.area.top_type = "edfxtp_1"
common_cells = "256 x edfxtp_1, 129 x mux4_2, 46 x nor2_1"
synth_top_cell_by_count = "edfxtp_1"
synth_cell_types = 61
syn_area_um2 = 13600
ys_seq_share_pct = 61.3
avgSynthCellArea_um2 = 18.0
ys_ff = 282
ys_area_um2 = 13600
synth-async-reset-ratio_pct = 9.22
top_area_share_pct = 56.5
syn_inst = 756
ff_type = "edfxtp_1"
ys_top_cells_by_area = "edfxtp_1 57%, mux4_2 21%, dfrtp_1 4.6%, mux2i_1 2.8%, nor2_1 1.3%"
synth-edff-count = 256

[placed_design]
dp.cells = 1222
port_buffers = 17
dp_hpwl_um = 22500
routabilityCongestion = 0.864

[setup_path]
critical_path_class = "reg2reg"
crit_buf_inv = 1
cp-end-kind = "register"
cp.required_ns = 8.13
crit_fanout = 34
slowest_stage = "dfrtp_2"
crit_chain = "buf_4 > mux4_1 > mux2i_1 > mux2_2 > a211o_1 > ha_1 > a21oi_1 > ha_1 > nor2b_1 > o21a_1 > o211ai_1 > a31oi_1 > nand2b_1 > mux2i_1 > a211oi_1 > nand3b_1"
cpLargestDelayFamily = "multiplexers"
cp.arrival_ns = 5.36
slowest_delay_ns = 0.69
startpoint_type = "register"

[clock_tree]
clkLatencyLatePin_ns = 0.55
cts_tree = "yes"
cts.sinks = 282
cts_buffers = 30
clk_pin_slew_ns = 0.06
htree_levels = 1
hold_buffers = 0
cts_max_path_buffers = 3
cts-resized-gates = 0
cts_root_buf = "clkbuf_16"
post_cts_buffers = 0

[power]
internal_power_uw = 2540
p_leak_uw = 0.00544
power_frac_comb_pct = 0.1
sw_frac_of_total_pct = 18.5
p_switching_uw = 578
p_clk_share_pct = 47.1
pwr-share-seq_pct = 52.8
vdd_drop_max_v = 0.000176
p_total_uw = 3120
power_per_cell_area_nw_per_um2 = 202

[global_routing]
antenna_found_initial = 0
grt_start_max_net_pins = 50
grt_util_all_layers_pct = 22.4
globalRoute.totalOverflow = 0
grt_pass1_vias = 8703
grt_pass1_wl_um = 52800

[final_layout]
instances_no_fill = 1278
syn_to_final_growth_pct = 13.7
drive_gt1_share_pct = 30.2
fin_util_pct = 46.2

[worst_hold_path]
hold_class = "reg2reg"

[route]
drt_iter0_markers = 509
drc_errors = 0
viasPerCell = 5.98
ant_nets = 0
num_vias = 7645
wl_per_cell_um = 27.1
detail_route.first_pass.iterations = 5
wirelength_um = 34700

[floorplan]
die_height_um = 186
die_w_um = 186
fp-utilization_pct = 40.7
coreArea_um2 = 33400
io_pins = 26
die_area_um2 = 34700
row_count = 67

[outcome]
status = "completed"

[flow_run]
tool_warnings = 33
maxCapViolations = 0
## cells in the final DEF (no fill, tap or decap), types with 4 or more instances in the layout
| cell type | netlist | routed |
|---|---|---|
| nand2b_1 | 10 | 10 |
| bufinv_16 | 0 | 5 |
| a211o_1 | 4 | 4 |
| mux4_2 | 129 | 129 |
| xor2_1 | 6 | 6 |
| nor2b_1 | 9 | 9 |
| buf_4 | 5 | 56 |
| a21oi_1 | 23 | 23 |
| ha_1 | 9 | 9 |
| a22oi_1 | 7 | 7 |
| mux2_2 | 4 | 4 |
| o221ai_1 | 5 | 5 |
| o22ai_1 | 6 | 6 |
| clkdlybuf4s50_1 | 0 | 17 |
| nand3b_1 | 4 | 4 |
| nor3_1 | 13 | 13 |
| nand2_1 | 24 | 24 |
| clkbuf_16 | 0 | 31 |
| dfrtp_1 | 25 | 21 |
| nand4_1 | 5 | 5 |
| nand3_1 | 7 | 7 |
| nor2_1 | 46 | 46 |
| mux2i_1 | 38 | 38 |
| o21ai_0 | 7 | 7 |
| inv_1 | 5 | 5 |
| and3_1 | 4 | 4 |
| edfxtp_1 | 256 | 256 |
| clkinv_2 | 0 | 10 |
| clkinv_1 | 0 | 6 |
| xnor2_1 | 10 | 10 |
## worst paths after layout
path                                                     start                             end  slack, ns  cells after the start
max                        instruction_register[0]$_DFFE_PP0P_  accumulator_out[7]$_DFFE_PP0P_       2.77                     16
min                                 current_state[1]$_DFF_PP0_      current_state[0]$_DFF_PP1_       0.39                      0
max reg2reg                instruction_register[0]$_DFFE_PP0P_  accumulator_out[7]$_DFFE_PP0P_       2.77                     16
min reg2reg                         current_state[1]$_DFF_PP0_      current_state[0]$_DFF_PP1_       0.39                      0
max in group asynchronous                                reset      current_state[0]$_DFF_PP1_       5.56                      3
min in group asynchronous                                reset  accumulator_out[4]$_DFFE_PP0P_       1.46                      2
## power by group through the flow
stage | clock network [uW] | registers (uW) | logic [uW]
4_1_cts | 1490 | 1650 | 4.28
5_1_grt | 1550 | 1640 | 4.75
6_report | 1470 | 1650 | 4.04
## final cells by class
| type | count | area [um^2] |
|---|---|---|
| clock buffer | 33 | 783 |
| multi-input combinational | 414 | 4930 |
| antenna | 1 | 2.50 |
| inverter | 5 | 18.8 |
| tap | 448 | 561 |
| timing repair buffer | 73 | 591 |
| fill | 2704 | 18000 |
| sequential | 282 | 8350 |
| clock inverter | 22 | 230 |
## cells by family after synthesis
logic type      Yosys count  share of synthesized area, %
flops                   282                          61.3
mux                     175                          25.2
xor+xnor                 16                          1.03
fa+ha+maj                10                         0.975
compound gates           79                          4.15
buf+inv                  60                          2.40
simple gates            134                          4.94
## metrics by stage
| stage | area [um^2] | setup WS, ns |
|---|---|---|
| 5_1_grt | 15500 | 2.40 |
| 4_1_cts | 15500 | 2.75 |
| 3_3_place_gp | 14500 | 2.75 |
| 3_5_place_dp | 14500 | 2.79 |
| 6_report | 15500 | 2.77 |
| 2_1_floorplan | 13600 | 4.03 |
## state kept, by name, indices dropped and copies added (netlist names)
name                  flops
current_state             2
accumulator_out           8
program_counter_out       8
instruction_register      8
memory                  256
## worst reg2reg max path: stages, from the launching register on
cell,delay [ns]
dfrtp_2,0.69
buf_4,0.63
mux4_1,0.71
mux2i_1,0.15
mux2_2,0.21
a211o_1,0.24
ha_1,0.26
a21oi_1,0.26
ha_1,0.28
nor2b_1,0.13
o21a_1,0.19
o211ai_1,0.22
a31oi_1,0.22
nand2b_1,0.21
mux2i_1,0.20
a211oi_1,0.07
nand3b_1,0.16
## routing by layer
metal  vias up  global-route usage [%]  share of wire (%)
li1       3256                       -                  -
met1      3850                    27.0                 33
met2       468                    34.0                 48
met3        69                    15.2                 15
met4         2                    5.50                3.0
met5         -                    1.10               0.16
No activity file was given, so power comes from the tool's default toggle rates.
